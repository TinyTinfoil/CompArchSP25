$ cat run.sh
#!/bin/bash
# OpenROAD 26Q1-2900-gdf79404cd8, Yosys 0.63+post, stock flow scripts
make -C /OpenROAD-flow-scripts/flow DESIGN_CONFIG=/design/flow/config.mk WORK_HOME=/design/flow/orfs finish
$ cat constraint.sdc
current_design decoder

set clk_period 2.6
set clk_io_pct 0.2

create_clock -name clk0 -period $clk_period

set non_clock_inputs [all_inputs -no_clocks]
set_input_delay [expr $clk_period * $clk_io_pct] -clock clk0 $non_clock_inputs
set_output_delay [expr $clk_period * $clk_io_pct] -clock clk0 [all_outputs]
$ cat design.v
module decoder (
    input [31:0] instruction,  
    output logic [2:0] funct3,  
    output logic [6:0] funct7,  
    output logic [31:0] imm,    
    output logic [4:0] rs1,     
    output logic [4:0] rs2,     
    output logic [4:0] rd,       
    output logic [6:0] opcode,  
    input logic clk  
);
    logic R;
    logic I;
    logic S;
    logic B;
    logic U;
    logic J;
    assign opcode = instruction[6:0];
    assign R = (opcode == 7'b0110011);  
    assign I = (opcode == 7'b0000011) || (opcode == 7'b0010011) || (opcode == 7'b1100111);  
    assign S = (opcode == 7'b0100011);  
    assign B = (opcode == 7'b1100011);  
    assign U = (opcode == 7'b0110111) || (opcode == 7'b0010111);  
    assign J = (opcode == 7'b1101111);  
    assign funct3 = ~(U || J) ? instruction[14:12] : 3'b000;
    assign funct7 = (R || I) ? instruction[31:25] : 7'b0000000;
    assign rs1 = ~(U || J)  ? instruction[19:15] : 5'b00000;
    assign rs2 = (R || S || B) ? instruction[24:20] : 5'b00000;
    assign rd = ~(S || B) ? instruction[11:7] : 5'b00000;
    always @(*) begin
        case (opcode)
            7'b0000011: imm = {{20{instruction[31]}}, instruction[31:20]};  
            7'b0010011: imm = {{20{instruction[31]}}, instruction[31:20]};  
            7'b1100111: imm = {{20{instruction[31]}}, instruction[31:20]};  
            7'b0100011: imm = {{20{instruction[31]}}, instruction[31:25], instruction[11:7]};  
            7'b1100011: imm = {{19{instruction[31]}}, instruction[31], instruction[7], instruction[30:25], instruction[11:8], 1'b0};  
            7'b0110111: imm = {instruction[31:12], 12'b0};  
            7'b0010111: imm = {instruction[31:12], 12'b0};  
            7'b1101111: imm = {{11{instruction[31]}}, instruction[31], instruction[19:12], instruction[20], instruction[30:21], 1'b0};  
            default: imm = 32'b0;  
        endcase
    end
endmodule
$ cat config.mk
export PLATFORM = sky130hd
export DESIGN_NAME = decoder
export DESIGN_NICKNAME = decoder
export VERILOG_FILES = /design/flow/design.v
export SDC_FILE = /design/flow/constraint.sdc
export NUM_CORES = 4
export LEC_CHECK = 1
export CORE_AREA = 10 10 85 85
export DIE_AREA = 0 0 95 95
==> summary.txt <==
Status of the implementation.

- Summed over all layers, the routed wires come to roughly 4.5 mm.
- Fill cells in the final layout number 557.
- The global routing usage on met2 is 17.1%, for reference.
- By instance count after routing, the leading logic cell types are 82 x clkdlybuf4s50_1, 27 x buf_4, 19 x a21o_1.
- The data required time reported for the critical path is 2.08 ns.
- The diode insertion count for antenna repair is 0, for reference.
- Once detail routing completed, the nets flagged for antenna violations numbered 0.
- The overall power of the completed layout is 0.206 mW, for reference.
- The clock buffer count in the final layout is 0, for reference.
- The synthesis run shows multiplexers occupying 0% of the cell area.
- The critical path maximum fanout is 8.
- The yosys warning tally is 1, for reference.
- The min-delay analysis places its worst path in the category input port to output pin.
- Setup violations remaining at the end of the flow were counted as 0.
- The fraction of final layout cells with drive strength greater than 1 is 25.3%, for reference.
- The share of total power dissipated in sequential elements is 0%.
- The global-route wire length before repair is 6.66 mm, for reference.
- Total global-route track usage over all layers is around 9%.
- Combinational cells account for 100.0% of the total power.
- The worst setup path is of the input port to output pin kind.
- Synthesis instantiated 37 different standard cells from the library.
- The number of core rows is 27, for reference.
- The vias after detailed routing is 1,237, for reference.
- The kind of start point of the critical path is an input port, for reference.
- Data on the critical path arrives at its endpoint at between 1.5 and 2 ns.
- The number of antenna violations at the first check in global routing is 0.
- The number of global-route vias before repair is 1,210.
- The launch point of the worst path is instruction[5], for reference.
- Summing the areas of all xor and xnor instances in the mapped netlist gives 0% of the synthesized area.
- The total die size is between 9000 and 10,000 um2, for reference.
- The highest-utilization routing layer at the global route stage is met2, for reference.
- The leakage power in the latest report is roughly 1.1 nW.
- The internal portion of the total power is 0.135 mW.
- The register cell area after layout is 0 um2, for reference.
- The met3 track demand over resource in global routing is 1.36%, for reference.
- The remaining design rule violation count is 0, for reference.
- Looking at the max-slew report, the worst-margin pin has a slew of about 0.26 ns.
- The max-cap check violation count is 0, for reference.
- Per the timing report, the achievable frequency comes out to 399 MHz.
- The global routing report lists met1 layer usage as 10.9%.
- Setup repair after global routing left no endpoint under its margin.
- The shortest period the worst path allows is approximately 2.5 ns, for reference.
- The area growth from synthesis to layout is 161%, for reference.
- For reference, simple AND, OR, NAND and NOR cells occupy 48.1% of the area reported after synthesis.
- The number of cells in the yosys synthesis report is 109, for reference.
- The area recorded from the Yosys report for this design is about 800 um2.
- After synthesis, the largest family of logic cells by area is simple AND/OR/NAND/NOR gates.
- Counting only logic cells after layout, the most numerous master is clkdlybuf4s50_1.
- The synthesized instance count is 109.
- For reference, the critical path is captured by rs1[4].
- The number of hold buffers added after CTS is 0, for reference.
- The cell area that synthesis handed to floorplanning was 807 um2.
- The first routing iteration left 26 violations.
- Entering global routing, the biggest net connects 12 pins.
- Excluding fillers, the count of instances in the completed layout stands at 297.
- The power per unit of standard cell area is between 90 and 100 nW/um2, for reference.
- The final max-slew violation count recorded for this run is 0.
- The via density per instance is 4.16, for reference.
- The power report shows net switching accounting for 34.8% of the total.
- The proportion of power drawn by the clock network is 0%, for reference.
- Per the hold report, the tightest min-delay path originates at instruction[31].
- The first-pass detailed-route iteration total is 4, for reference.
- The instance area at placement is approximately 2000 um2, for reference.
- The worst ir drop on vdd is 0.0576 mV, for reference.
- The setup TNS is 0 ns, for reference.
- The worst relative slew slack is 82.4%, for reference.
- The count of boundary I/O pins is 97, for reference.
- The flow ran to the end, and the final reports show no timing, DRC or antenna violations.
- The number of sequential cells reported for the layout is 0.
- Post-route period utilization is reported as a little over nine tenths.
- The hold violation count in the final report is 0, for reference.
- The routed length per instance is 15.2 um, for reference.
- The synthesized area per cell is 7.40 um2, for reference.
- The initial core utilization is between 10% and 20%, for reference.
- The port buffer count is 96, for reference.
- Across all stage logs, warnings added up to 33.
- The post-layout utilization of the core is 38.5%, for reference.
- The cell area after layout is 2100 um2, for reference.
- The area fraction in compound gates is approximately two fifths, for reference.
- In this run the power spent charging and discharging nets is 0.0718 mW.
- The routability congestion estimate is 0.875, for reference.
- The core area is 5470 um2, for reference.
- From left edge to right edge, the die measures 95 um.
- The adder and majority gate portion of the synthesized area is 0%, for reference.
- After detailed placement, the design holds a cell count of between 200 and 300.
- Summing the sequential cell areas from Yosys gives 0% of the chip area.
- The estimated wirelength of the detail-placed design is 3.77 mm, for reference.
- For this run the aggregate overflow at the end of global routing stands at 0.
- The worst setup path is captured at an output pin.
- The die extent in y is ~95 um, for reference.
-- worst max-delay path, stage by stage --
cell             delay (ns)
buf_4                  0.13
nor2b_4                0.13
buf_6                  0.13
a31oi_4                0.21
nor2_4                 0.09
buf_12                 0.14
and2b_1                0.17
clkdlybuf4s50_1        0.47
-- final cells by class --
cell class                 instances  area [um2]  share of cell area (%)
multi-input combinational         93         769                    36.6
timing repair buffer             128        1230                    58.4
inverter                           4        15.0                   0.713
tap                               72        90.1                    4.28
-- Yosys cell counts (all sizes together) --
cell type / n / area (um2)
nor2b: 10 / 70.1
o31ai: 2 / 28.8
and2b: 5 / 37.5
and4: 3 / 28.8
o32ai: 1 / 8.76
o211ai: 2 / 20.0
a31oi: 1 / 6.26
nand2b: 1 / 6.26
or3: 1 / 6.26
o21ai: 3 / 15.0
nor3: 1 / 16.3
inv: 4 / 15.0
nor2: 3 / 16.3
nand2: 2 / 7.51
nand4: 1 / 21.3
nor3b: 1 / 7.51
a21boi: 1 / 11.3
a22o: 4 / 35.0
and4b: 1 / 10.0
nand3b: 1 / 7.51
and3: 1 / 6.26
nand3: 5 / 25.0
a21o: 19 / 143
and3b: 1 / 8.76
a21oi: 3 / 22.5
buf: 12 / 96.3
o21bai: 1 / 7.51
a32o: 1 / 10.0
and2: 18 / 113
-- how the worst min path moves through the flow --
stage	cells after the start	endpoint
CTS	2	opcode[5]
global route	4	imm[11]
finish	4	imm[11]
-- cell families (layout without fill, tap and decap cells) --
logic type,count (synthesis),after routing
AND/OR/NAND/NOR,55,55
buffers and inverters,16,132
AND-OR/OR-AND,38,38
-- per-layer routing --
layer,vias to the layer above,share of wire (%)
met1,574,40
li1,628,-
met5,-,0
met3,0,6.3
met4,0,0
met2,35,53
-- stage by stage --
| stage | hold slack (ns) | worst slack (ns) |
|---|---|---|
| finish | 1.51 | 0.0912 |
| floorplan | 1.10 | 0.706 |
| global route | 1.56 | 0.00146 |
| global placement | 1.98 | -0.409 |
| CTS | 1.59 | 0.00399 |
| detailed placement | 1.99 | -0.413 |
-- what timing repair did --
action / 4_1_cts / 5_1_grt
setup endpoints to repair: 57 / 30
endpoints found under the hold margin: 0 / 0
pin swaps: 6 / 4
buffers inserted: 2 / 2
gates resized: 42 / 14
gates cloned: 1 / 0
-- power by group through the flow --
stage	clock, mW	sequential (mW)	combinational [mW]
after CTS	0	0	0.206
after global routing	0	0	0.223
final	0	0	0.206
Power figures rest on the tool's default switching activity, not on a simulated workload.
