==> design.v <==
module pwm #(
    parameter PWM_INTERVAL = 1200        
)(
    input logic clk,
    input logic [$clog2(PWM_INTERVAL) - 1:0] pwm_value,
    output logic pwm_out
);
    logic [$clog2(PWM_INTERVAL) - 1:0] pwm_count = 0;
    always_ff @(posedge clk) begin
        if (pwm_count == PWM_INTERVAL - 1) begin
            pwm_count <= 0;
        end
        else begin
            pwm_count <= pwm_count + 1;
        end
    end
    assign pwm_out = (pwm_count > pwm_value) ? 1'b0 : 1'b1;
endmodule
module lin #(
    parameter INC_DEC_INTERVAL = 10000,      
    parameter INC_DEC_MAX = 200,             
    parameter PWM_INTERVAL = 1200,
    parameter INC_DEC_VAL = PWM_INTERVAL / INC_DEC_MAX,
    parameter PWM_START = 0
)(
    input logic clk, 
    input logic [2:0] inc_or_dec,
    output logic [$clog2(PWM_INTERVAL) - 1:0] pwm_value
);
    logic [$clog2(INC_DEC_INTERVAL) - 1:0] count = 0;
    logic [$clog2(INC_DEC_MAX) - 1:0] inc_dec_count = 0;
    logic time_to_inc_dec = 1'b0;
    initial begin
        pwm_value = PWM_START;
    end
    always_ff @(posedge clk) begin
        if (count == INC_DEC_INTERVAL - 1) begin
            count <= 0;
            time_to_inc_dec <= 1'b1;
        end
        else begin
            count <= count + 1;
            time_to_inc_dec <= 1'b0;
        end
    end
    always_ff @(posedge time_to_inc_dec) begin
        case (inc_or_dec)
            0:
                if (pwm_value < PWM_INTERVAL) begin  
                    pwm_value <= pwm_value + INC_DEC_VAL;
                end
            1:
                if (pwm_value > 0) begin  
                    pwm_value <= pwm_value - INC_DEC_VAL;
                end
            2:
                pwm_value <= pwm_value;
        endcase
    end
    always_ff @(posedge time_to_inc_dec) begin
        if (inc_dec_count == INC_DEC_MAX - 1) begin
            inc_dec_count <= 0;
        end
        else begin
            inc_dec_count <= inc_dec_count + 1;
        end
    end
endmodule
module top #(
    parameter PWM_INTERVAL = 1200        
)(
    input logic  clk, 
    output logic RGB_R,
    output logic RGB_G,
    output logic RGB_B
);
    parameter STATE_INTERVAL = 2000000;  
    logic [$clog2(STATE_INTERVAL) - 1:0] count = 0;  
    logic [$clog2(6) - 1:0] state = 0;
    logic [$clog2(PWM_INTERVAL) - 1:0] pwm_value_R;
    logic [$clog2(PWM_INTERVAL) - 1:0] pwm_value_B;
    logic [$clog2(PWM_INTERVAL) - 1:0] pwm_value_G;
    logic [2:0] state_R = 2;
    logic [2:0] state_G = 0;
    logic [2:0] state_B = 2;
    logic pwm_out_R;
    logic pwm_out_G;
    logic pwm_out_B;
    always_ff @(posedge clk) begin  
    if (count == STATE_INTERVAL - 1) begin
      count <= 0;
      state <= (state + 1) % 6;  
    end else begin
      count <= count + 1;
    end
    end
    always_comb begin
     unique case (state)  
        0: begin
            state_R = 2;
            state_G = 0;
            state_B = 2;
        end
        1: begin
            state_R = 1;
            state_G = 2;
            state_B = 2;
        end
        2: begin
            state_R = 2;
            state_G = 2;
            state_B = 0;
        end
        3: begin
            state_R = 2;
            state_G = 1;
            state_B = 2;
        end
        4: begin
            state_R = 0;
            state_G = 2;
            state_B = 2;
        end
        5: begin
            state_R = 2;
            state_G = 2;
            state_B = 1;
        end
    endcase
  end
    lin #(
        .PWM_INTERVAL   (PWM_INTERVAL)
    ) ucR (
        .clk            (clk),
        .inc_or_dec     (state_R),
        .pwm_value      (pwm_value_R)
    );
    pwm #(
        .PWM_INTERVAL   (PWM_INTERVAL)
    ) uR (
        .clk            (clk),
        .pwm_value      (pwm_value_R),
        .pwm_out        (pwm_out_R)
    );
    lin #(
        .PWM_INTERVAL   (PWM_INTERVAL)
    ) ucG (
        .clk            (clk),
        .inc_or_dec     (state_G),
        .pwm_value      (pwm_value_G)
    );
    pwm #(
        .PWM_INTERVAL   (PWM_INTERVAL)
    ) uG (
        .clk            (clk),
        .pwm_value      (pwm_value_G),
        .pwm_out        (pwm_out_G)
    );
    lin #(
        .PWM_INTERVAL   (PWM_INTERVAL)
    ) ucB (
        .clk            (clk),
        .inc_or_dec     (state_B),
        .pwm_value      (pwm_value_B)
    );
    pwm #(
        .PWM_INTERVAL   (PWM_INTERVAL)
    ) uB (
        .clk            (clk),
        .pwm_value      (pwm_value_B),
        .pwm_out        (pwm_out_B)
    );
    assign RGB_R = ~pwm_out_R;
    assign RGB_G = ~pwm_out_G;
    assign RGB_B = ~pwm_out_B;
endmodule
==> run.sh <==
#!/bin/bash
# OpenROAD 26Q1-2900-gdf79404cd8, Yosys 0.63+post, stock flow scripts
make -C /OpenROAD-flow-scripts/flow DESIGN_CONFIG=/design/flow/config.mk WORK_HOME=/design/flow/orfs finish
==> config.mk <==
export PLATFORM = sky130hd
export DESIGN_NAME = top
export DESIGN_NICKNAME = top
export VERILOG_FILES = /design/flow/design.v
export SDC_FILE = /design/flow/constraint.sdc
export NUM_CORES = 4
export LEC_CHECK = 1
export CORE_UTILIZATION = 50
==> constraint.sdc <==
current_design top

set clk_period 3.7
set clk_io_pct 0.2

create_clock -name clk0 -period $clk_period [get_ports {clk}]

set non_clock_inputs [all_inputs -no_clocks]
set_input_delay [expr $clk_period * $clk_io_pct] -clock clk0 $non_clock_inputs
set_output_delay [expr $clk_period * $clk_io_pct] -clock clk0 [all_outputs]
==> deck_impl_summary.md <==
Flow Results at a Glance

Outcome
  – Status: finished, final reports clean

Placed design
  – Worst slack at placement: 1030 ps
  – Final weighted congestion in routability-driven placement: 0.816
  – Detailed placer's ending HPWL: 8830 um
  – Port bufs: 3
  – Post-place instance area: 7200 um^2

Final timing
  – Post-Route Hold Slack: 467 ps
  – Count of unclocked register or latch pins: 30
  – Tmin final: 3020 ps
  – Clock skew after layout: 4.94 ps
  – Number of pins exceeding their max-slew limit in the final report: 0
  – Number of unconstrained endpoints: 60
  – Final Hold Violation Tally: 0
  – Number of setup violations in the final report: 0
  – Worst path setup slack after routing: 685 ps
  – Final-layout setup total negative slack: 0 ps
  – Post-layout period usage of the worst path: 81.5%
  – Tightest Pin Transition: 694 ps
  – Peak clock frequency supported by timing: 332 MHz
  – Setup repair after global routing missed its margin: no
  – Slew HR: 53.4%

Worst setup path
  – Beginning of the critical path: uB.pwm_count[2]
  – Critical path destination: RGB_B
  – Register-to-register setup slack: 1820 ps
  – Worst path cell trace: ha_1, nor2b_1, o21a_1, o21a_1, o211ai_1, a31o_2, a21oi_1, clkdlybuf4s50_1
  – Critical path's largest stage delay: 480 ps
  – Maximum fanout count along the critical path: 5
  – Critical-path cell with the highest stage delay: clkdlybuf4s50_1
  – Worst Setup Path Type: register to output port
  – CP Depth: 8
  – Category of cells accounting for the largest share of critical-path delay: AND-OR/OR-AND gates
  – Required @ worst endpoint: 2960 ps
  – Startpoint Class: register
  – Worst reg2reg path startpoint: count[13]
  – CP Data Arrival Time: 2280 ps
  – Path depth of the worst reg2reg path: 4
  – Most common cell on crit path: o21a_1
  – Worst flop-to-flop path endpoint: state[2]
  – Worst setup EP type: output port
  – Buffer-and-inverter tally for the worst setup path: 1

Global route
  – Met1 usage: 28.6%
  – Global routing's busiest layer: met1
  – Initial antenna violation count: 0
  – Overflow after GRT: 0
  – First-pass GRT wire length: 20900 um
  – Maximum number of pins on one net before global-route repair: 20
  – Vias in the first global route: 4717
  – Total global routing track utilization: 18.1%
  – Met2 usage in global routing: 27.3%
  – Met3 GRT Util: 4.03%

Power and ir drop
  – Net load switching power: 448 uW
  – Maximum vdd drop: 0.407 mV
  – Pint: 1.66 mW
  – Static leakage: 3.02 nW
  – Power share of the sequential group: 52.1%
  – Clock Power Share: 47.9%
  – Power per unit of standard cell area: 280 nW/um^2
  – Share of total power consumed by net switching: 21.2%
  – Share of total power in combinational logic: 0%

CTS
  – Buffers inserted during post-CTS setup optimization: 0
  – CTS HTree Levels: 3
  – Cts-stage hold buffer count: 0
  – Worst-path clk slew: 70 ps
  – Worst-skew pair later-pin latency: 350 ps
  – Bufs on Longest Clock Path: 2
  – TritonCTS clock tree: built
  – Post-CTS Resized: 0
  – Clock buffers created by TritonCTS: 9
  – Cell at the root of the clock tree: clkbuf_16

Synthesis
  – Simple-gate share of the synthesized area: 21.2%
  – Biggest area contributors in the synthesized netlist: dfxtp_1 28%, edfxtp_1 14%, ha_1 9.7%, xnor2_1 7.0%, xor2_1 6.2%
  – Yosys stat chip area: 6980 um^2
  – MUX area fraction: 0.592%
  – Registers, synthesis: 132
  – Commonest register cell after synthesis: dfxtp_1
  – Sequential-to-total area share from yosys stat: 42.6%
  – Synthesized netlist cell count: 727
  – Fraction of synthesis flops using an asynchronous set or reset pin: 0%
  – Count of yosys warnings during synthesis: 3
  – Synthesized-area fraction occupied by adder cells: 9.97%
  – XOR/XNOR share of the synthesized area: 13.2%
  – Area fraction in compound gates after synthesis: 9.13%
  – Tally of unique sky130hd cells used after synthesis: 73
  – Cell count listed in synth_stat.txt: 727
  – Largest non-sequential cell family by area: simple AND/OR/NAND/NOR gates
  – Mapped Avg Cell Area: 9.60 um^2
  – Number of enable-type register cells in the synthesized netlist: 33
  – Max-area cell share: 28.4%
  – Biggest area consumer among synthesized cells: dfxtp_1
  – Mapped Area: 6980 um^2

Hold path
  – Worst hold path depth: 1
  – Hold Crit Class: register to register

Finish
  – Area of all placed cells without fillers: 7530 um^2
  – Most frequent logic cell in the layout: dfxtp_1
  – Dominant logic cell types in the final layout: 99 x dfxtp_1, 77 x nor2_1, 56 x xnor2_1
  – Count of filler cells inserted in the layout: 1145
  – Relative area change from synthesis to final layout: 7.91%
  – Share of post-route cells with drive strength above 1: 5.56%

Job
  – Max-cap viol count: 0
  – Count of warning messages emitted by the tools: 28

Routing
  – Final WL: 11900 um
  – Drc violations: 0
  – Initial DRC count: 247
  – Antenna cell count: 0
  – Via count: 4990
  – Detailed-route vias per instance: 5.46
  – Iteration count of the initial detailed-routing pass: 4
  – Routed length per instance: 13.0 um
  – Number of nets with antenna violations after routing: 0

Die
  – Die Wd: 120 um
  – Starting density of the core: 52.1%
  – Core Box Area: 13400 um^2
  – I/O pin cnt: 4
  – Total die area: 14400 um^2
  – Height of the die: 120 um
  – Number of placement rows: 42
cell families (layout without fill, tap and decap cells):
logic type | after synthesis | count (layout)
XOR/XNOR | 105 | 105
multiplexers | 4 | 4
AND-OR/OR-AND | 91 | 91
flip-flops | 132 | 132
buffers and inverters | 57 | 68
AND/OR/NAND/NOR | 283 | 283
adder cells (fa/ha/maj) | 55 | 55
flip-flops by register name, summed over array words and instances, names as in the netlist, 10 cells and up:
name	cells
ucB.count	14
uB.pwm_count	11
ucR.pwm_value	10
count	21
ucG.count	14
uR.pwm_count	11
uG.pwm_count	11
ucR.count	14
ucG.pwm_value	10
ucB.pwm_value	10
area by class of cell:
| type | instances | area, um^2 | area share (%) |
|---|---|---|---|
| inverter | 46 | 175 | 2.33 |
| tap | 176 | 220 | 2.92 |
| sequential | 132 | 2970 | 39.5 |
| clock buffer | 10 | 239 | 3.17 |
| clock inverter | 6 | 86.3 | 1.15 |
| timing repair buffer | 6 | 52.6 | 0.698 |
| multi-input combinational | 538 | 3780 | 50.2 |
power groups by stage:
| stage | logic [mW] | clock network (mW) | registers, mW |
|---|---|---|---|
| 6_report | 0.00000168 | 1.01 | 1.10 |
| 4_1_cts | 0.00000168 | 1.05 | 1.10 |
| 5_1_grt | 0.00000168 | 1.09 | 1.10 |
cells in the mapped netlist, types with 3 or more instances:
cell type / n
o21ai_0: 11
nor4b_1: 5
inv_1: 43
nand2_1: 39
a31oi_1: 4
o21a_1: 6
o41ai_1: 3
a21o_1: 7
edfxtp_1: 33
nand3_1: 49
nor2b_1: 11
nand2b_1: 3
clkbuf_1: 5
o21ai_1: 3
ha_1: 54
nor2_1: 77
nor3_1: 16
xor2_1: 49
dfxtp_1: 99
o211ai_1: 7
and3_1: 14
nand4_1: 20
mux2i_1: 3
nor3_2: 5
nor4_1: 12
nand4b_1: 4
xnor2_1: 56
and2_1: 7
and4_1: 4
a21oi_1: 22
buf_2: 4
worst min path at each step:
stage,from,end,slack [ps]
CTS,count[20],count[20],470
global route,uG.pwm_count[0],uG.pwm_count[0],490
finish,count[20],count[20],470
metal layers:
layer / vias up / part of all wire (%)
li1: 2599 / -
met5: - / 0
met2: 57 / 43
met3: 6 / 3.4
met1: 2328 / 52
met4: 0 / 0.90
through the flow:
step,std cells,util (%),total power [mW]
global placement,898,53.8,1.13
floorplan,727,-,1.13
global route,914,56.2,2.19
CTS,914,56.2,2.15
finish,914,56.2,2.11
detailed placement,898,53.8,1.13
Power is estimated from default activity; no workload was simulated.
