==> /design/flow/run.sh <==
#!/bin/bash
# OpenROAD 26Q1-2900-gdf79404cd8, Yosys 0.63+post, stock flow scripts
make -C /OpenROAD-flow-scripts/flow DESIGN_CONFIG=/design/flow/config.mk WORK_HOME=/design/flow/orfs finish
==> /design/flow/config.mk <==
export PLATFORM = sky130hd
export DESIGN_NAME = ALU
export DESIGN_NICKNAME = ALU
export VERILOG_FILES = /design/flow/design.v
export SDC_FILE = /design/flow/constraint.sdc
export NUM_CORES = 4
export LEC_CHECK = 1
export CORE_UTILIZATION = 30
==> /design/flow/constraint.sdc <==
current_design ALU

set clk_period 10.7
set clk_io_pct 0.2

create_clock -name clk0 -period $clk_period

set non_clock_inputs [all_inputs -no_clocks]
set_input_delay [expr $clk_period * $clk_io_pct] -clock clk0 $non_clock_inputs
set_output_delay [expr $clk_period * $clk_io_pct] -clock clk0 [all_outputs]
==> /design/flow/design.v <==
module ALU (
    input  logic [31:0] A,           
    input  logic [31:0] B,           
    input  logic [2:0] funct3,
    input logic [6:0] funct7,
    output logic [31:0] Result,     
    input logic clk  
);
    always @(*) begin
        case (funct3)
            3'b000: Result = (funct7 == 7'h20) ? A - B : A + B;  
            3'b100: Result = A ^ B;                             
            3'b110: Result = A | B;                             
            3'b111: Result = A & B;                             
            3'b001: Result = A << B[4:0];                       
            3'b010: Result = ($signed(A) < $signed(B)) ? 32'b1 : 32'b0;  
            3'b011: Result = ($unsigned(A) < $unsigned(B)) ? 32'b1 : 32'b0;           
            3'b101: Result = (funct7 == 7'h20) && (A[31] == 1) ? ~(~A >> B[4:0]): A >> B[4:0];  
            default: Result = 32'b0;                            
        endcase
    end
endmodule
==> impl_metrics.ini <==
; implementation run metrics
[setup_path]
path_class = input pin to output pin
critical_path_peak_fanout = 43
cp.required_ns = 8.56
end_kind = output pin
critical_path.endpoint = Result[30]
cp.arrival_ns = 6.91
crit_start = B[4]
startpoint_type = input pin

[layout]
layout-drive-gt1-share_pct = 6.461
postLayoutCellArea_sq_mm = 0.01021
nClkBuffers = 0
regArea_sq_um = 0
layout_top_cell = nor2_1
seq_cells = 0
syn_to_final_growth_pct = 14.20
final_cell_mix = nor2_1, o21ai_0, nand2_1, a21oi_1, clkdlybuf4s50_1

[clocking]
post_cts_buffers = 0
cts_resized = 0
holdBufCountCts = 0

[logic_synthesis]
syn_inst = 1374
seq_area_frac_synth_pct = 0
ys_warn_count = 1
yosys_area_sq_mm = 0.008945
synth_cell_types = 73
synth_area_per_cell_sq_um = 6.510
syn_area_sq_mm = 0.008945
ys_cells = 1374

[grt]
grt_pass1_vias = 9797
grt_pass1_wl_mm = 60.58
antenna_found_initial = 0
grt_max_degree = 71
grt_usage_pct = 26.26
gr-total-overflow = 0

[run]
warnings = 98
maxCapViolCount = 0

[final_timing]
min_period_ns = 9.047
fmax_ghz = 0.1105
final_max_slew_viol_count = 0
setup_viol_count_final = 0
timing.slew.headroom_pct = 27.69
worst_pin_slew_ns = 1.085
period_used_pct = 84.55
hold_viol = 0
finalSetupTns_ns = 0
rsz0062_at_grt = false

[drt]
antenna_cells = 0
drcViolationCount = 0
vias = 10650
wl_per_cell_microns = 22.76
viasPerCell = 5.990
wl_mm = 40.45
drtPass1Iterations = 5
drtAntennaViolNets = 0
drt_iter0_markers = 1275

[floorplanning]
core_area_sq_mm = 0.02901
chip_area_sq_mm = 0.03051
num_rows = 62
dieWidth_microns = 174.7
initCoreUtil_pct = 30.83
die_h_microns = 174.7
io_pins = 107

[placement]
port_buffers = 106
gp_congestion = 0.9960
place_area_sq_mm = 0.01021
dp_hpwl_mm = 31.37

[power_and_ir_drop]
power.density_mw_per_mm2 = 53.49
leakagePower_nw = 4.122
ir_worst_vdd_uv = 27.06
finalPower_w = 0.0005464

[status]
outcome = completed

[hold_path]
min_path_type = input pin to output pin
## report_power, final
part | switching, W | internal (W)
clock network | 0 | 0
logic | 0.000328 | 0.000218
registers | 0 | 0
total | 0.000328 | 0.000218
## worst max-delay path, cell delays in order
cell	delay (ns)
clkdlybuf4s50_1	0.45
buf_4	0.40
inv_1	0.45
ha_1	0.61
o211ai_1	0.13
a21oi_1	0.36
o211ai_1	0.21
a31oi_1	0.39
a22oi_1	0.27
o211ai_1	0.34
a31oi_1	0.18
or3_1	0.39
nand3_1	0.10
clkdlybuf4s50_1	0.46
## how the worst min path moves through the flow
| stage | startpoint | end | cells past startpoint |
|---|---|---|---|
| global route | B[1] | Result[2] | 5 |
| CTS | B[1] | Result[2] | 5 |
| finish | B[1] | Result[2] | 5 |
## layer usage
layer,vias to the layer above,part of all wire [%],global-route usage (%)
li1,5082,-,-
met1,5034,45,39.19
met2,491,44,40.46
met3,38,8.3,3.107
met4,0,2.4,5.797
met5,-,0,0
## cells in the mapped netlist (all sizes together) (4+ instances only)
cell type | number | area [sq um]
o21bai | 5 | 37.54
xnor2 | 58 | 508.0
mux4 | 20 | 450.4
a22oi | 8 | 60.06
ha | 97 | 1214
nor2 | 147 | 551.8
a2111oi | 5 | 43.79
o31ai | 11 | 87.58
o221ai | 17 | 155.1
a32oi | 7 | 61.31
o22ai | 8 | 50.05
clkbuf | 81 | 304.0
a221oi | 13 | 120.1
nand4 | 9 | 56.30
nor3 | 30 | 161.4
a21o | 17 | 127.6
a21oi | 120 | 600.6
o211ai | 26 | 195.2
a211oi | 35 | 262.8
a31oi | 16 | 100.1
xor2 | 5 | 43.79
or3 | 11 | 68.82
nand2b | 9 | 56.30
o21a | 9 | 67.56
mux2 | 15 | 168.9
nor4 | 12 | 75.07
nor2b | 10 | 62.56
a222oi | 7 | 70.07
buf | 30 | 132.6
and2 | 12 | 77.58
nand2 | 124 | 465.5
or2 | 9 | 56.30
a311oi | 5 | 43.79
o2111ai | 4 | 35.03
a22o | 8 | 70.07
mux2i | 63 | 630.6
and3 | 4 | 25.02
a211o | 11 | 96.34
inv | 94 | 352.8
nand3 | 21 | 105.1
o21ai | 140 | 700.7
## cell type report
cell class	instances	area, sq um
fill	3158	18800
tap	384	480.5
multi-input combinational	1167	8160
inverter	96	360.3
timing repair buffer	130	1214
## stage by stage
stage          hold slack, ns  worst slack (ns)  util [%]  std cells
2_1_floorplan           4.566             3.119         -       1374
3_3_place_gp            5.485             1.801     35.21       1777
3_5_place_dp            5.488             1.760     35.21       1777
4_1_cts                 5.493             1.760     35.21       1777
5_1_grt                 5.536             1.495     35.21       1777
6_report                5.493             1.653     35.21       1777
## logic make-up (layout without fill, tap and decap cells)
| kind of cell | Yosys count | in the layout | share of synthesized area, % |
|---|---|---|---|
| simple gates | 408 | 408 | 20.72 |
| compound gates | 499 | 499 | 36.22 |
| xor+xnor | 63 | 63 | 6.169 |
| fa+ha+maj | 99 | 99 | 14.02 |
| mux | 98 | 98 | 13.97 |
| buf+inv | 207 | 226 | 8.910 |
